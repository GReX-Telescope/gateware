==> flow/design.v <==
module requant #(
    parameter integer INPUT_WIDTH = 18,
    parameter integer OUTPUT_WIDTH = 8,
    parameter integer GAIN_WIDTH = INPUT_WIDTH - OUTPUT_WIDTH + 1,
    parameter integer CHANNELS = 2048
) (
    input logic clk,     
    input logic ce,      
    input logic rst,     
    input logic [2*INPUT_WIDTH-1:0] data_in,
    input logic sync_in,
    input logic [INPUT_WIDTH - OUTPUT_WIDTH:0] gain,
    output logic [2*OUTPUT_WIDTH-1:0] data_out,
    output logic sync_out,
    output logic [$clog2(CHANNELS)-1:0] addr,
    output logic ovfl
);
  logic signed [INPUT_WIDTH-1:0] in_re = 0;
  logic signed [INPUT_WIDTH-1:0] in_im = 0;
  logic signed [OUTPUT_WIDTH-1:0] out_re = 0;
  logic signed [OUTPUT_WIDTH-1:0] out_im = 0;
  logic re_ovfl = 0;
  logic im_ovfl = 0;
  logic signed [GAIN_WIDTH:0] gain_buf;
  localparam signed [MULT_WIDTH-1:0] ClampHigh = (2 ** (INPUT_WIDTH - 1)) - 1;
  localparam signed [MULT_WIDTH-1:0] ClampLow = -(2 ** (INPUT_WIDTH - 1));
  parameter integer MULT_WIDTH = GAIN_WIDTH + INPUT_WIDTH;
  logic signed [  MULT_WIDTH-1:0] mult_re;
  logic signed [  MULT_WIDTH-1:0] mult_im;
  logic signed [OUTPUT_WIDTH-1:0] mult_re_trunc;
  logic signed [OUTPUT_WIDTH-1:0] mult_im_trunc;
  always_comb begin
    mult_re_trunc = mult_re[INPUT_WIDTH-1-:OUTPUT_WIDTH];
    mult_im_trunc = mult_im[INPUT_WIDTH-1-:OUTPUT_WIDTH];
  end
  always_ff @(posedge clk) begin
    if (rst) addr <= 0;
    else if (ce && sync_in) addr <= 1;
    else if (ce) addr <= addr + 1;
    else addr <= addr;
  end
  parameter integer DELAY = 4;
  logic [DELAY-1:0] sync_fifo;
  always_ff @(posedge clk) sync_fifo[DELAY-1] <= sync_in;
  for (genvar i = 0; i < DELAY - 1; i++) always @(posedge clk) sync_fifo[i] <= sync_fifo[i+1];
  always_comb begin
    sync_out = sync_fifo[0];
  end
  always_ff @(posedge clk) begin
    if (rst) begin
      in_re <= 0;
      in_im <= 0;
    end else if (ce) begin
      in_re <= data_in[INPUT_WIDTH+:INPUT_WIDTH];
      in_im <= data_in[0+:INPUT_WIDTH];
    end else begin
      in_re <= in_re;
      in_im <= in_im;
    end
  end
  always_ff @(posedge clk) begin
    if (rst) gain_buf <= 0;
    else if (ce) gain_buf <= $signed({1'b0, gain});
    else gain_buf <= gain_buf;
  end
  always_ff @(posedge clk) begin
    if (rst) begin
      mult_re <= 0;
      mult_im <= 0;
    end else if (ce) begin
      mult_re <= gain_buf * in_re;
      mult_im <= gain_buf * in_im;
    end else begin
      mult_re <= mult_re;
      mult_im <= mult_im;
    end
  end
  always_ff @(posedge clk) begin
    if (rst) begin
      out_re <= 0;
      out_im <= 0;
    end else if (ce) begin
      if (mult_re > ClampHigh) out_re <= ClampHigh[(INPUT_WIDTH-1)-:OUTPUT_WIDTH];
      else if (mult_re < ClampLow) out_re <= ClampLow[(INPUT_WIDTH-1)-:OUTPUT_WIDTH];
      else if (mult_re < 0) out_re <= mult_re_trunc + 1;
      else out_re <= mult_re_trunc;
      if (mult_im > ClampHigh) out_im <= ClampHigh[(INPUT_WIDTH-1)-:OUTPUT_WIDTH];
      else if (mult_im < ClampLow) out_im <= ClampLow[(INPUT_WIDTH-1)-:OUTPUT_WIDTH];
      else if (mult_im < 0) out_im <= mult_im_trunc + 1;
      else out_im <= mult_im_trunc;
    end else begin
      out_re <= out_re;
      out_im <= out_im;
    end
  end
  always_ff @(posedge clk) begin
    if (rst) begin
      data_out <= 0;
    end else if (ce) begin
      data_out <= {out_re, out_im};
    end else begin
      data_out <= data_out;
    end
  end
  always_ff @(posedge clk) begin
    if (rst) begin
      re_ovfl <= 0;
      im_ovfl <= 0;
      ovfl <= 0;
    end else if (ce) begin
      if ((mult_re > ClampHigh) || (mult_re < ClampLow)) re_ovfl <= 1;
      else re_ovfl <= 0;
      if ((mult_im > ClampHigh) || (mult_im < ClampLow)) im_ovfl <= 1;
      else im_ovfl <= 0;
      ovfl <= im_ovfl | re_ovfl;
    end else begin
      re_ovfl <= re_ovfl;
      im_ovfl <= im_ovfl;
      ovfl <= ovfl;
    end
  end
endmodule
==> flow/run.sh <==
#!/bin/bash
# OpenROAD 26Q1-2900-gdf79404cd8, Yosys 0.63+post, stock flow scripts
make -C /OpenROAD-flow-scripts/flow DESIGN_CONFIG=/design/flow/config.mk WORK_HOME=/design/flow/orfs finish
==> flow/config.mk <==
export PLATFORM = sky130hd
export DESIGN_NAME = requant
export DESIGN_NICKNAME = requant
export VERILOG_FILES = /design/flow/design.v
export SDC_FILE = /design/flow/constraint.sdc
export NUM_CORES = 4
export LEC_CHECK = 1
export CORE_UTILIZATION = 40
==> flow/constraint.sdc <==
current_design requant

set clk_period 11.6
set clk_io_pct 0.2

create_clock -name clk0 -period $clk_period [get_ports {clk}]

set non_clock_inputs [all_inputs -no_clocks]
set_input_delay [expr $clk_period * $clk_io_pct] -clock clk0 $non_clock_inputs
set_output_delay [expr $clk_period * $clk_io_pct] -clock clk0 [all_outputs]
==> run_results.csv <==
group,metric,value,unit
grt,grt_antenna_before_repair,0,
final_timing,fin_setup_tns,0,ns
detailed_routing,dr.pass1.iters,5,
synthesis,synthArstFlopShare,0,
detailed_routing,routed_via_density,4.90,
final_layout,area_growth_syn_to_layout,9.36,%
floorplan,die-height,227,µm
grt,grt_pass1_vias,15550,
cts,cts-root-to-sink-buffers,2,
worst_setup_path,reg2reg_slack,5.64,ns
grt,grt_pass1_wl,78.7,mm
worst_setup_path,crit_path_start_kind,"flip-flop",
synthesis,top_area_frac,0.347,
grt,met3_usage,0.0920,
cts,cts-htree-levels,4,
floorplan,chip_area,0.0517,mm²
final_layout,fin_util,0.443,
place,buffer_ports.inserted,79,
worst_setup_path,crit_slowest_cell,"sky130_fd_sc_hd__dfxtp_1",
cts,cts_resized,0,
synthesis,yosys.stat.chipArea,0.0203,mm²
worst_setup_path,worst_r2r_startpoint,"gain_buf[2]$_SDFFE_PP0P_",
place,dpl.hpwl,35.1,mm
grt,met2_track_usage_gr,0.286,
floorplan,placeableCoreArea,0.0502,mm²
final_timing,worst_clk_skew,0.0200,ns
worst_setup_path,path_cells,"buf_4 -> nand2_1 -> fa_1 -> inv_1 -> fa_1 -> fa_1 -> inv_1 -> fa_1 -> inv_1 -> ha_1 -> a21o_1 -> a221o_1 -> nor2_1 -> o2111ai_1 -> a311oi_2 -> xor2_1 -> nor2_1 -> a31o_1",
synthesis,synth_top_flop_cell,"sky130_fd_sc_hd__dfxtp_1",
worst_setup_path,cp_slowest_stage_delay,0.95,ns
worst_setup_path,critPathCaptureType,"flip-flop",
worst_setup_path,cp.arrival,6.32,ns
final_layout,final_layout_size_suffix_gt1_frac,0.0332,
worst_setup_path,worstPathMaxFanout,19,
synthesis,yosysMostFrequentCell,"sky130_fd_sc_hd__inv_1",
detailed_routing,detailedRoute.firstIterationViolations,746,
place,gp_congestion,0.865,
synthesis,synth-seq-area-share,0.153,
pwr,cellInternalPower,1.14,mW
final_timing,finalWorstPathRequiredPeriod,5.96,ns
synthesis,synth-cells-yosys,2340,
synthesis,yosys_register_bits,155,
floorplan,die_w,227,µm
detailed_routing,antenna_diode_count,0,
run,maxCapViolations,0,
final_timing,finalHoldWorstSlack,0.325,ns
run_status,run_status,"completed",
worst_setup_path,regToRegEndpoint,"mult_im[25]$_SDFFE_PP0P_",
cts,cts_tree,"built",
run,warning_total_across_the_stage_logs,25,
synthesis,leading_post_synthesis_cells_by_instance_count,"sky130_fd_sc_hd__inv_1 (478), sky130_fd_sc_hd__fa_1 (352), sky130_fd_sc_hd__nand2_1 (343), sky130_fd_sc_hd__dfxtp_1 (155), sky130_fd_sc_hd__nor2_1 (154)",
synthesis,yosysUniqueCellTypes,78,
grt,globalRouteOverflowTotal,0,
synthesis,netlist_area,0.0203,mm²
cts,clkLatencyLatePin,0.46,ns
floorplan,floorplan.initialDensity,0.405,
grt,grt_start_max_net_pins,62,
pwr,cellLeakagePower,10.9,nW
cts,cts.sinks,155,
final_timing,setup_viol,0,
final_timing,max_slew_margin,0.361,
detailed_routing,remaining_antenna_violation_count,0,
final_timing,actual_slew_at_the_worst_max_slew_pin,0.958,ns
detailed_routing,detail_route.wirelength,45.7,mm
cts,cts_bufs_inserted,17,
worst_setup_path,setup.worst_path.end,"mult_im[25]$_SDFFE_PP0P_",
cts,clock_pin_slew_worst_setup_and_hold_paths,0.07,ns
cts,cts_setup_buffers,0,
worst_setup_path,cp_common_cell,"sky130_fd_sc_hd__fa_1",
worst_hold_path,hold_class,"reg -> reg",
worst_setup_path,setup_crit_start,"gain_buf[2]$_SDFFE_PP0P_",
grt,globalRouteTotalUtil,0.203,
final_layout,num-fill-cells,4703,
pwr,power.ir.vdd_worst,0.102,mV
synthesis,synthesis.yosys.warnings,1,
synthesis,enable_flop_cells,0,
worst_setup_path,r2r_cells,18,
pwr,power,1.79,mW
pwr,sw_frac_of_total,0.364,
synthesis,top_area_cell,"sky130_fd_sc_hd__fa_1",
synthesis,post_synthesis_area_per_instance,8.68,µm²
pwr,comb_power_share,0.310,
grt,groute.layer.met1.usage,0.309,
pwr,switching_power,652,µW
floorplan,std_cell_rows,82,
detailed_routing,vias,14775,
final_timing,rsz0062_at_grt,"false",
final_timing,maximum_frequency_from_static_timing_analysis,168,MHz
cts,number_of_buffers_added_to_fix_hold_violations_after_cts,0,
synthesis,synth_cells,2340,
final_timing,slew_viol_final,0,
cts,root_buffer,"sky130_fd_sc_hd__clkbuf_16",
worst_setup_path,worst-endpoint-required,11.96,ns
final_timing,hold_viol,0,
worst_setup_path,worst-setup-path-type,"reg -> reg",
pwr,power_density,80.6,mW/mm²
detailed_routing,wl_per_cell,15.1,µm
pwr,power.clock.fraction,0.333,
detailed_routing,drt_drc_violations_left,0,
final_timing,period_used_share,0.514,
pwr,seq_power_share,0.357,
synthesis,top_cells_by_area,"sky130_fd_sc_hd__fa_1 (35%), sky130_fd_sc_hd__dfxtp_1 (15%), sky130_fd_sc_hd__inv_1 (8.8%), sky130_fd_sc_hd__ha_1 (7.9%), sky130_fd_sc_hd__nand2_1 (6.3%)",
floorplan,num_io_pins,80,
grt,globalRoute.busiestLayer,"met1",
[worst min-delay path by stage]
stage,start,endpoint,depth (start not counted)
4_1_cts,sync_fifo[3]$_DFF_P_,sync_fifo[2]$_DFF_P_,0
5_1_grt,sync_fifo[3]$_DFF_P_,sync_fifo[2]$_DFF_P_,0
6_report,sync_fifo[3]$_DFF_P_,sync_fifo[2]$_DFF_P_,0
[logic make-up after synthesis]
kind of cell               Yosys count  share of synthesized area
AOI/OAI and AO/OA                  207                     0.0712
xor gates and xnor gates            50                     0.0216
adders and majority gates          481                      0.426
buffers and inverters              601                      0.112
DFF                                155                      0.153
muxes                               90                     0.0444
and+or+nand+nor                    756                      0.171
[flip-flops by register name (all words and copies together) (netlist names)]
| name | flops |
|---|---|
| sync_fifo | 4 |
| im_ovfl | 1 |
| addr | 11 |
| re_ovfl | 1 |
| in_im | 18 |
| out_re | 8 |
| in_re | 18 |
| data_out | 16 |
| mult_re | 29 |
| ovfl | 1 |
| gain_buf | 11 |
| mult_im | 29 |
| out_im | 8 |
[layout by cell type, fill, tap and decap left out, drive strengths merged, types with 20 or more instances in the layout]
cell / count
nand2: 343
ha: 129
nor3: 40
inv: 486
o21a: 20
fa: 352
and2: 119
xnor2: 34
a21oi: 65
nand4: 22
o21ai: 33
nor2: 155
clkdlybuf4s50: 77
mux2i: 90
dfxtp: 155
buf: 20
[power groups by stage]
stage	Combinational [mW]	Sequential (mW)	Clock (mW)
after CTS	0.560	0.640	0.614
after global routing	0.644	0.649	0.635
final	0.555	0.640	0.596
[final cells by class]
class | count | area [µm²] | share of cell area
clock inverter | 14 | 196 | 0.00884
tap | 672 | 841 | 0.0379
sequential | 155 | 3100 | 0.140
clock buffer | 18 | 429 | 0.0193
timing repair buffer | 97 | 925 | 0.0416
inverter | 478 | 1790 | 0.0808
multi-input combinational | 1584 | 14900 | 0.672
[metrics by stage]
step	cells	worst slack [ns]	cell area [µm²]
after floorplan	2340	6.00	20300
after global placement	2986	5.70	21600
after detailed placement	2986	5.63	21600
after CTS	3018	5.62	22200
after global routing	3018	5.28	22200
final	3018	5.64	22200
[layer usage]
metal  vias up  part of all wire
met1      7110              0.48
met2       490              0.41
met5         -                 0
met4         0             0.010
li1       7147                 -
met3        28              0.10
[critical path, delay by kind of cell, from the launching register on]
kind                     cells  cell delay, ns
AND/OR/NAND/NOR              3            0.40
buffers and inverters        4            0.55
AND-OR/OR-AND                5            1.32
adder cells (fa/ha/maj)      5            2.37
flip-flops                   1            0.95
XOR/XNOR                     1            0.26
Power and IR drop assume default switching activity.
